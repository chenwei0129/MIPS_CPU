--- design/flow/run.sh ---
#!/bin/bash
# OpenROAD 26Q1-2900-gdf79404cd8, Yosys 0.63+post, stock flow scripts
make -C /OpenROAD-flow-scripts/flow DESIGN_CONFIG=/design/flow/config.mk WORK_HOME=/design/flow/orfs finish
--- design/flow/config.mk ---
export PLATFORM = sky130hd
export DESIGN_NAME = CLA_adder
export DESIGN_NICKNAME = CLA_adder
export VERILOG_FILES = /design/flow/design.v
export SDC_FILE = /design/flow/constraint.sdc
export NUM_CORES = 4
export LEC_CHECK = 1
export CORE_AREA = 10 10 90 90
export DIE_AREA = 0 0 100 100
--- design/flow/constraint.sdc ---
current_design CLA_adder

set clk_period 11.2
set clk_io_pct 0.2

create_clock -name clk0 -period $clk_period

set non_clock_inputs [all_inputs -no_clocks]
set_input_delay [expr $clk_period * $clk_io_pct] -clock clk0 $non_clock_inputs
set_output_delay [expr $clk_period * $clk_io_pct] -clock clk0 [all_outputs]
--- design/flow/design.v ---
`timescale 1ns/100ps
module CLA_adder(src1, src2, C0, result);
  input [32 - 1:0] src1;
  input [32 - 1:0] src2;
  input C0;
  output [32 - 1:0] result;
  wire [3:0] S0;
  wire [3:0] S1;
  wire [3:0] S2;
  wire [3:0] S3;
  wire [3:0] S4;
  wire [3:0] S5;
  wire [3:0] S6;
  wire [3:0] S7;
  wire G0, G4, G8, G12, G16, G20, G24, G28, P0, P4, P8, P12, P16, P20, P24, P28;
  wire C4, C8, C12, C16, C20, C24, C28;
  assign result = {S7, S6, S5, S4, S3, S2, S1, S0};
  CLA_circuit_32 CLA_circuit_32(.C0(C0),
                                .G0(G0),
                                .G4(G4),
								.G8(G8),
								.G12(G12),
								.G16(G16),
								.G20(G20),
								.G24(G24),
								.G28(G28),
                                .P0(P0),
								.P4(P4),
								.P8(P8),
								.P12(P12),
								.P16(P16),
								.P20(P20),
								.P24(P24),
								.P28(P28),
					            .C4(C4),
								.C8(C8),
								.C12(C12),
								.C16(C16),
								.C20(C20),
								.C24(C24),
								.C28(C28));
  fourbits_CLA f0(.a(src1[3:0]),
                  .b(src2[3:0]),
				  .c(C0),
				  .s(S0),
				  .big_G(G0),
				  .big_P(P0));
  fourbits_CLA f1(.a(src1[7:4]),
                  .b(src2[7:4]),
				  .c(C4),
				  .s(S1),
				  .big_G(G4),
				  .big_P(P4));
  fourbits_CLA f2(.a(src1[11:8]),
                  .b(src2[11:8]),
				  .c(C8),
				  .s(S2),
				  .big_G(G8),
				  .big_P(P8));
  fourbits_CLA f3(.a(src1[15:12]),
                  .b(src2[15:12]),
				  .c(C12),
				  .s(S3),
				  .big_G(G12),
				  .big_P(P12));
  fourbits_CLA f4(.a(src1[19:16]),
                  .b(src2[19:16]),
				  .c(C16),
				  .s(S4),
				  .big_G(G16),
				  .big_P(P16));
  fourbits_CLA f5(.a(src1[23:20]),
                  .b(src2[23:20]),
				  .c(C20),
				  .s(S5),
				  .big_G(G20),
				  .big_P(P20));
  fourbits_CLA f6(.a(src1[27:24]),
                  .b(src2[27:24]),
				  .c(C24),
				  .s(S6),
				  .big_G(G24),
				  .big_P(P24));
  fourbits_CLA f7(.a(src1[31:28]),
                  .b(src2[31:28]),
				  .c(C28),
				  .s(S7),
				  .big_G(G28),
				  .big_P(P28));
endmodule
module CLA_circuit_32(C0,
                      G0, G4, G8, G12, G16, G20, G24, G28,
                      P0, P4, P8, P12, P16, P20, P24, P28,
					  C4, C8, C12, C16, C20, C24, C28);
  input C0;
  input G0;
  input G4;
  input G8;
  input G12;
  input G16;
  input G20;
  input G24;
  input G28;
  input P0;
  input P4;
  input P8;
  input P12;
  input P16;
  input P20;
  input P24;
  input P28;
  output C4;
  output C8;
  output C12;
  output C16;
  output C20;
  output C24;
  output C28;
  assign C4 = G0 | P0&C0;
  assign C8 = G4 | P4&C4;
  assign C12 = G8 | P8&C8;
  assign C16 = G12 | P12&C12;
  assign C20 = G16 | P16&C16;
  assign C24 = G20 | P20&C20;
  assign C28 = G24 | P24&C24;
endmodule
module fourbits_CLA(a, b, c, s, big_G, big_P);
  input [3:0] a;
  input [3:0] b;
  input c;
  output [3:0] s;
  output big_G;
  output big_P;
  wire c3, c2, c1;
  wire big_G0, big_G1, big_G2, big_G3, big_P0, big_P1, big_P2, big_P3;
  fourbits_adder fourbits_adder(.a(a),
                                .b(b),
								.c({c3, c2, c1, c}),
								.s(s),
								.G0(big_G0),
								.G1(big_G1),
								.G2(big_G2),
								.G3(big_G3),
								.P0(big_P0),
								.P1(big_P1),
								.P2(big_P2),
								.P3(big_P3));
  CLA_circuit CLA_circuit(.c0(c),
                          .G0(big_G0),
						  .G1(big_G1),
						  .G2(big_G2),
						  .G3(big_G3),
						  .P0(big_P0),
						  .P1(big_P1),
						  .P2(big_P2),
						  .P3(big_P3),
						  .big_G(big_G),
						  .big_P(big_P),
						  .c1(c1),
						  .c2(c2),
						  .c3(c3));
endmodule
module CLA_circuit(c0, G0, G1, G2, G3, P0, P1, P2, P3, big_G, big_P, c1, c2, c3);
  input c0;
  input G0;
  input G1;
  input G2;
  input G3;
  input P0;
  input P1;
  input P2;
  input P3;
  output big_G;
  output big_P;
  output c1;
  output c2;
  output c3;
  assign big_G = G3 | P3&G2 | P3&P2&G1 | P3&P2&P1&G0;
  assign big_P = P3&P2&P1&P0;
  assign c1 = G0 | P0&c0;
  assign c2 = G1 | P1&G0 | P1&P0&c0;
  assign c3 = G2 | P2&G1 | P2&P1&G0 | P2&P1&P0&c0;
endmodule
module fourbits_adder(a, b, c, s, G0, G1, G2, G3, P0, P1, P2, P3);
  input [3:0] a;
  input [3:0] b;
  input [3:0] c;
  output [3:0] s;
  output G0;
  output G1;
  output G2;
  output G3;
  output P0;
  output P1;
  output P2;
  output P3;
  wire s3, s2, s1, s0;
  assign s = {s3, s2, s1, s0};
  fulladder a0(.a(a[0]),
               .b(b[0]),
			   .c(c[0]),
			   .s(s0),
			   .G(G0),
			   .P(P0));
  fulladder a1(.a(a[1]),
               .b(b[1]),
			   .c(c[1]),
			   .s(s1),
			   .G(G1),
			   .P(P1));
  fulladder a2(.a(a[2]),
               .b(b[2]),
			   .c(c[2]),
			   .s(s2),
			   .G(G2),
			   .P(P2));
  fulladder a3(.a(a[3]),
               .b(b[3]),
			   .c(c[3]),
			   .s(s3),
			   .G(G3),
			   .P(P3));
endmodule
module fulladder(a, b, c, s, G, P);
  input a;
  input b;
  input c;
  output s;
  output G;
  output P;
  assign s = a^b^c;
  assign G = a&b;
  assign P = a|b;
endmodule
==> notes.md <==
yosys + openroad results -> outcome completed, initial antenna violation count 0, Tmin final roughly 8100 ps, share of layout cells above drive strength 1 0.0231, RSZ-0062 raised after global routing no, drt first pass iters 4, Worst slew margin 0.540, Final Non-Filler Cells approximately 420, final setup fails 0, fa+ha+maj area frac 0.431, gr ovfl total 0, GRT Util Overall 0.0927, Post-Syn Area ~0.0022 sq mm, MUX share of area 0, CP Data Required Time approximately 9000 ps, tool warning count just over 70, Final Hold Fails 0, Top logic family adder cells, Setup Crit Path Kind in -> out, first-pass GRT wire length just over 8000 um, DRT iter0 DRCs 16, DRC Markers 0, post_cts resized 0, cell type with the largest total area ha_1, synthesis warning total 0, Post-Synth XOR/XNOR Area 0.101, maxcap violations 0, Inst Count DP between 400 and 500, Placeable Area approximately 0.0063 sq mm, CP endpoint kind primary output, routed len/inst 11.0 um, sequential cells 0, GPL Wtd Cong 0.873, P_leak 0.00155 uW, most frequent cells in the layout 97 x clkdlybuf4s50_1, 90 x inv_1, 62 x ha_1, P per Cell Area 48.6 mW/mm^2, crit path DAT slightly below 6000 ps, # hold bufs at CTS 0, final setup TNS 0 ps, Synth top area share 0.357, FP Core Util 0.346, Max VDD drop 23.0 uV, Critical Path Fanout Max 3, clkbuf count 0, Rows 29, Max Clk Rate about 120 MHz, Commonest Layout Cell clkdlybuf4s50_1, dpl hpwl roughly 4600 um, distinct lib cells 33, Die Y-Extent roughly 100 um, final period utilization 0.719, post-route antenna net violation count 0, Worst Hold Depth 4, I/O pin cnt between 90 and 100, max-slew violation count 0, vias per cell just over 4, total wire length around 4700 um, Simple-Gate Area Share 0.0622, ant diodes 0, die area 0.0100 sq mm, yosys stat chip area approximately 0.0022 sq mm, register area 0 sq um, CP Launch Type input port, Hold WC Path Type in -> out, Worst Tran Pin Value 682 ps, synthesized area per cell between 7 and 8 sq um, vias in the first global route 1813, Layout fillers ~600, pin count of the biggest net entering global routing 5, biggest area cells ha_1 36%, inv_1 16%, buf_4 11%, fa_1 7.4%, xnor2_1 7.3%, Cells after Synth approximately 280, # Cells Yosys approximately 280, Comb gate area between 0.0015 and 0.002 sq mm, Post-CTS Setup Inserts 0, sequential-to-total area share from yosys stat 0, Die X around 100 um, number of port buffers approximately 97, area grow syn2layout 38.1%, Post-Synth AOI/OAI Area 0.139, vias roughly 1800
[where the power goes]
part,switching [uW],internal [uW],leakage (uW)
Clock,0,0,0
Sequential,0,0,0
Combinational,49.5,96.2,0.00155
[logic make-up (layout without fill, tap and decap cells)]
logic type               after synthesis  in the layout
buffers and inverters                122            187
AND/OR/NAND/NOR                       26             26
adder cells (fa/ha/maj)               70             70
XOR/XNOR                              25             25
AND-OR/OR-AND                         39             39
[critical path, stage by stage]
cell and delay, ps:
clkdlybuf4s50_1 480, inv_1 50, ha_1 200, or4_4 540, o221a_2 310, o211ai_1 160, o21ba_4 200, o31a_1 270
o21bai_1 200, a21oi_1 120, fa_1 380, xnor2_1 160, clkdlybuf4s50_1 490
[cells in the mapped netlist]
cell	n
nor3b_1	2
a31oi_1	1
a221o_2	1
o221a_2	1
o21bai_1	5
nand2b_1	1
a211oi_1	1
buf_4	32
a21oi_2	1
a21o_1	1
or4_1	1
a21oi_1	16
o21ba_4	1
nor2_1	10
o41ai_1	1
o221ai_4	1
a221oi_2	1
nand2_1	2
nor2b_1	1
a221oi_1	2
or4_4	1
o211ai_1	1
or3_1	1
inv_1	90
nor3_1	5
nor4_1	2
xor2_1	7
o21ba_2	1
xnor2_1	18
o31a_1	1
ha_1	62
fa_1	8
o31ai_1	3
[area by class of cell]
type                       instances  share of cell area
multi-input combinational        160               0.531
timing repair buffer              97               0.324
inverter                          90               0.113
tap                               77              0.0321
[metrics by stage]
step / hold WS (ps) / setup slack, ps / util / total power, uW / area (sq um)
floorplan: 4750 / 4160 / - / 93.5 / 2170
global placement: 5540 / 3140 / 0.478 / 150 / 3000
detailed placement: 5550 / 3130 / 0.478 / 150 / 3000
CTS: 5550 / 3100 / 0.478 / 151 / 3000
global route: 5580 / 2840 / 0.478 / 166 / 3000
finish: 5540 / 3150 / 0.478 / 146 / 3000
[path summary, 6_finish.rpt]
path / start / to / slack (ps)
max: src1[10] / result[25] / 3150
min: src1[31] / result[31] / 5540
[routing by layer]
metal	wire [um]	track usage	vias up
met5	0	0	-
met4	0	0	0
met3	387	0.0264	0
met2	2250	0.163	41
met1	2040	0.117	754
li1	-	-	961
Power is estimated from default activity; no workload was simulated.
